File: flow/config.mk
export PLATFORM = sky130hd
export DESIGN_NAME = RO_Counter
export DESIGN_NICKNAME = RO_Counter
export VERILOG_FILES = /design/flow/design.v
export SDC_FILE = /design/flow/constraint.sdc
export NUM_CORES = 4
export LEC_CHECK = 1
export CORE_UTILIZATION = 30
File: flow/design.v
`timescale 1ns / 1ps
(* DONT_TOUCH = "yes" *)
module RO_Counter(
    input CLK,
    input EN,
    input RST,
    output reg [32:0] COUNT,
    output reg DONE
    );
    always @ (posedge CLK)
    begin
        if(EN==1'b1 && RST == 1'b0) begin
            COUNT += 1;
            DONE = 1'b0;
        end
        if(RST==1'b1) begin
            COUNT <= 0;
        end
        else begin
            DONE = 1'b1;
        end
    end
endmodule
File: flow/run.sh
#!/bin/bash
# OpenROAD 26Q1-2900-gdf79404cd8, Yosys 0.63+post, stock flow scripts
make -C /OpenROAD-flow-scripts/flow DESIGN_CONFIG=/design/flow/config.mk WORK_HOME=/design/flow/orfs finish
File: flow/constraint.sdc
current_design RO_Counter

set clk_period 6.6
set clk_io_pct 0.2

create_clock -name clk0 -period $clk_period [get_ports {CLK}]

set non_clock_inputs [all_inputs -no_clocks]
set_input_delay [expr $clk_period * $clk_io_pct] -clock clk0 $non_clock_inputs
set_output_delay [expr $clk_period * $clk_io_pct] -clock clk0 [all_outputs]
==> Changelog: implementation <==
### Metrics

* Cell Type Count at 32
* Ys flop type: dfxtp_1
* Part of the power in combinational logic at 3.2%
* EDFF count, synth at 0
* Total number of vias at 1550
* Slowest-stage cell, CP: or4_1
* Max VDD drop at 0.0849 mV
* CP startpoint kind: primary input
* Seq pwr share at 57.7%
* Setup Skew at approximately 0.0076 ns
* Final TNS setup at 0 ns
* CP Launch Point: EN
* Ys cells at 187
* Hold crit path type: reg -> reg
* Initial antenna violation count at 0
* Vias in the first global route at 1384
* CP Buf/Inv Count at 1
* Maximum fanout along the worst path at 10
* RSZ-0062 raised after global routing: false
* Vias per cell at 5.27
* Largest net degree at the start of global routing at 39
* Top delay family on crit path: simple AND/OR/NAND/NOR gates
* Switching power at 0.0000766 W
* Clk network pwr share at 39.1%
* Die Y at about 76 µm
* CTS tree: done
* Hpwl dp at 2.60 mm
* CTS Hold Bufs at 0
* Pwr dens at 169 nW/µm²
* Crit-path cells: clkdlybuf4s50_1, nand4_4, or4_1, nor4_1, mux2_2
* Largest stage delay, worst path at 0.72 ns
* Internal Power at 0.000285 W
* Switch share at 21.2%
* TritonCTS Buffers at 5
* Initial Util at 31.7%
* Row count at 26
* Hold Crit Start: DONE
* Reg2reg start: COUNT[0]
* First-pass GRT wire length at 6.45 mm
* Worst-path clk slew at 0.07 ns
* Cell area leaders: dfxtp_1, o31ai_1, or4_1, a21oi_1, nor2_1
* Yosys Chip Area at 1640 µm²
* Fin crit period at 3.38 ns
* Arrival @ worst endpoint at between 3 and 4 ns
* Num Clock Sinks at 34
* GRT Util Overall at 13.6%
* Top cells by count: dfxtp_1, nor2_1, a21oi_1
* Post-route ant nets at 0
* Status: finished clean
* First-pass DRT Iterations at 4
* Req. time, crit path at 6.78 ns
* Die Size at about 5800 µm²
* CP Class: in -> reg
* Avg Cell Area, Syn at 8.77 µm²
* Post-synthesis cell count at 187
* Tool warnings at 25
* Antenna Cells at 0
* Post-layout period usage at 51.2%
* Area leader share at between 40% and 50%
* Chip Width at about 76 µm
* Core area at 5170 µm²
* # IOs at 37
* Gpl congestion at 0.842
* Worst-Margin Slew at 0.472 ns
* Post-cts sizing count at 0
* Htree depth at 2
* P&R area growth vs syn at 30.0%
* Slew Limit Fails at 0
* Post-CTS setup buffers at 0
* Clock root buffer: clkbuf_8
* DRC Markers at 0
* Ys flops at 34
* Maximum root-to-sink buffer count at 2
* Yosys top cell by area: dfxtp_1
* Design Power at 0.000361 W
* Final WL at 3.75 mm
* Count leader, synth: dfxtp_1
* Cell area after synthesis at 1640 µm²
* Final Util at 41.2%
* Fin. Hold Viols at 0
* FMAX at roughly 0.30 GHz
* Synth Warn # at 1
* DRT iter0 DRCs at 53
* LEAKAGE at 0.633 nW
* Layout cells sized above 1 at 5.36%
* Synth async-reset ratio at 0%
* Critical Path Sink Type: register
* Area after DPL at 2060 µm²
* Relative slew slack at 68.3%
* I/O Buffers at 36
* Post-synthesis sequential area ratio at 41.5%
* Post-route cell area at about 2100 µm²
* Gr ovfl total at 0
* Final setup fails at 0
* Maxcap violations at 0
* Per-cell routed wire length at 12.8 µm
* Latency at later pin at 0.28 ns
[layout by cell type (no fill, tap or decap)]
cell             instances
and3_2                   1
a21oi_1                 16
nor2b_1                  2
nand3_1                 11
nand4b_1                 2
nor3_1                   4
or3_2                    2
and3_1                   1
clkbuf_8                 5
nand2b_1                 3
buf_4                    1
o21ai_0                  3
clkdlybuf4s50_1         36
mux2i_1                  2
nand4_1                 10
nand2_1                 12
xor2_1                   6
clkbuf_1                 2
ha_1                     1
o31ai_1                 13
and4b_1                  1
and4_1                   5
or3_1                    2
nor4_1                   5
mux2_2                   2
inv_1                    3
nor2_1                  17
dfxtp_1                 34
or4_1                   13
nand4_4                  1
xnor2_1                  7
and2_1                   1
[cell type report]
| type | instances | area (µm²) |
|---|---|---|
| timing repair buffer | 37 | 368 |
| clock buffer | 7 | 76.3 |
| tap | 70 | 87.6 |
| fill | 505 | 3040 |
| inverter | 3 | 11.3 |
| multi-input combinational | 143 | 908 |
| sequential | 34 | 681 |
[layer usage]
metal / global-route usage, % / share of wire (%)
met5: 0 / 0
met4: 2.12 / 1.6
met3: 2.82 / 4.0
met2: 21.8 / 45
met1: 19.8 / 49
[registers in the layout, summed over array words and instances, names as in the netlist]
name and cells:
COUNT 33, DONE 1
[metrics by stage]
stage                     cells  worst slack, ns  hold WS, ns
final                       294             3.22        0.447
after CTS                   294             3.21        0.455
after global placement      287             2.95        0.430
after detailed placement    287             2.92        0.435
after floorplan             187             3.73        0.386
after global routing        294             3.07        0.459
[power by group through the flow]
stage | Clock, W | Combinational, W | Sequential (W)
4_1_cts | 0.000148 | 0.0000120 | 0.000208
5_1_grt | 0.000156 | 0.0000130 | 0.000209
6_report | 0.000141 | 0.0000117 | 0.000208
[worst paths after layout]
kind                    end  slack (ns)  cells past startpoint
setup / recovery  COUNT[30]        3.22                      5
hold / removal         DONE        0.45                      1
setup reg to reg  COUNT[30]        4.28                      5
hold reg to reg        DONE        0.45                      1
[cells by family (layout without fill, tap and decap cells)]
group,Yosys count,count (layout),synth area share [%]
simple gates,93,93,33.3
buf+inv,10,47,3.13
flops,34,34,41.5
mux,4,4,2.59
fa+ha+maj,1,1,0.763
compound gates,32,32,11.7
xor+xnor,13,13,6.94
Power is estimated from default activity; no workload was simulated.
